[/design/flow/run.sh]
#!/bin/bash
# OpenROAD 26Q1-2900-gdf79404cd8, Yosys 0.63+post, stock flow scripts
make -C /OpenROAD-flow-scripts/flow DESIGN_CONFIG=/design/flow/config.mk WORK_HOME=/design/flow/orfs finish
[/design/flow/config.mk]
export PLATFORM = sky130hd
export DESIGN_NAME = ALU
export DESIGN_NICKNAME = ALU
export VERILOG_FILES = /design/flow/design.v
export SDC_FILE = /design/flow/constraint.sdc
export NUM_CORES = 4
export LEC_CHECK = 1
export CORE_UTILIZATION = 30
[/design/flow/constraint.sdc]
current_design ALU

set clk_period 15.2
set clk_io_pct 0.2

create_clock -name clk0 -period $clk_period

set non_clock_inputs [all_inputs -no_clocks]
set_input_delay [expr $clk_period * $clk_io_pct] -clock clk0 $non_clock_inputs
set_output_delay [expr $clk_period * $clk_io_pct] -clock clk0 [all_outputs]
[/design/flow/design.v]
`timescale 1ns / 1ps
module ALU#(
    parameter Data_width = 32,
    parameter Opcode_width = 3
    )(
    input logic [Data_width-1:0] DataA,
    input logic [Data_width-1:0] DataB,
    input logic [Opcode_width-1:0] Opcode,
    input logic ALUSel,
    input logic mul_sel,
    output logic [Data_width-1:0] ALU_out,
    output logic Zero,
    output logic BLT,
    output logic BGT
    );
    integer i;
    always_comb begin
        ALU_out = 0;
        Zero = 0;
        BLT = 0;
        BGT = 0;
        if (mul_sel)
            ALU_out = DataA * DataB;
        else begin
            case(Opcode)
                3'b000:
                    if (ALUSel) begin  
                        ALU_out = DataA - DataB;
                    end else begin  
                        ALU_out = DataA + DataB;
                    end
                3'b001:  
                    ALU_out = DataA << DataB;
                3'b010:  
                    ALU_out = $signed(DataA) < $signed(DataB);
                3'b011:  
                    ALU_out = DataA < DataB;
                3'b100:  
                    ALU_out = DataA ^ DataB;
                3'b101: 
                    if (ALUSel) begin  
                        ALU_out = DataA >> DataB;
                    end else begin  
                        ALU_out = DataA + DataB;
                    ALU_out = $signed(DataA) >> $signed(DataB);
                    end
                3'b110:  
                    ALU_out = DataA | DataB;
                3'b111:  
                    ALU_out = DataA & DataB;
                default: 
                    ALU_out = 'b0;
            endcase
        end
    end   
    assign Zero = 1'b0;  
    assign BGT = 1'b0;
    assign BLT = 1'b0;
endmodule
==> results.cfg <==
; physical design summary
[sta]
fmax_mhz = 68.01
finalSetupViolations = 0
finalCritPeriodShare_pct = 96.73
relSlewSlack_pct = 30.97
tightest_slew_ps = 1022
hold_viol_final = 0
tns_ps = 0
rsz0062_at_grt = no
drv_slew = 0
finalCriticalPeriod_ps = 14700
whs_ps = 6949

[setup_path]
worstPathArrival_ps = 11660
start_kind = input port
path_class = input port to primary output
cp_slowest_stage_delay_ps = 670
cp_common_cell = fa_1
path_buffers = 8
crit_fanout = 14
crit_family = adder cells
setup.worst_path.end_class = primary output
critPathRequiredTime_ps = 12160
cpMaxStageDelayCell = clkdlybuf4s50_1

[yosys]
yosysUniqueCellTypes = 91
synth.area.top_cells = fa_1 (34%), ha_1 (12%), inv_1 (7.5%)
postSynthAreaPerCell_sq_um = 7.767
synth_area_leader_cell = fa_1
yosysChipArea_sq_um = 23810
ys_cells = 3066
top_area_share_pct = 34.47
synth_area_sq_um = 23810
ys_seq_share_pct = 0
syn_inst = 3066
ys_warn_count = 4

[routing]
dr.first_iter.drc_count = 2204
detail_route.first_pass.iterations = 5
route.detailed.drc = 0
ant_nets = 0
wl_um = 115100
num_vias = 22926
n_antenna_cell = 0
avgViaCountPerCell = 5.561
wl_per_cell_um = 27.91

[placed_design]
dp_hpwl_um = 92410
io_buffer_count = 101
gp_congestion = 1.072

[finish]
drive_gt1_share_pct = 6.260
ff_count = 0
syn_to_final_growth_pct = 9.673
flop_area_sq_um = 0
nClkBuffers = 0
mostFrequentLayoutCells = inv_1 (475), nor2_1 (436), fa_1 (410)
num-fill-cells = 8212
lay_top_count = inv_1

[flow_run]
cap_violations = 0
openroad.warnings = 96

[floorplan]
dieArea_sq_um = 80510
fp_util_pct = 30.54
ios = 104
core_area_sq_um = 77980
die_h_um = 283.7
rows = 102
die-width_um = 283.7

[clocking]
cts_hold_buf = 0
cts_resized = 0
post_cts_buffers = 0

[global_routing]
grt_pass1_vias = 23366
grt_max_degree = 50
antenna_found_initial = 6
grt-ovfl-total = 0
track_usage_pct = 29.79
grt_pass1_wl_um = 166100

[hold_path]
hp-class = input port to primary output

[run_status]
status = completed
## Yosys cell counts (all sizes together) (17+ instances only)
cell type / number
a211oi: 46
a21o: 29
a21oi: 144
a31oi: 25
buf: 81
clkbuf: 119
fa: 410
ha: 219
inv: 482
mux2: 20
mux2i: 75
mux4: 18
nand2: 325
nand3: 29
nor2: 437
nor3: 46
nor4: 20
o211ai: 17
o21a: 22
o21ai: 102
o21bai: 17
o22ai: 17
xnor2: 84
xor2: 22
## logic make-up (layout without fill, tap and decap cells)
logic type | count (synthesis) | count (layout) | synth area share [%]
adder cells (fa/ha/maj) | 629 | 629 | 45.98
buffers and inverters | 695 | 710 | 11.43
multiplexers | 113 | 113 | 5.801
XOR/XNOR | 106 | 106 | 3.899
AND-OR/OR-AND | 559 | 559 | 15.68
AND/OR/NAND/NOR | 963 | 963 | 17.20
other | 1 | 3 | 0.01575
## layout make-up
| type | count | area [sq um] | area share, % |
|---|---|---|---|
| multi-input cells | 2373 | 21100 | 80.79 |
| well taps | 1040 | 1301 | 4.983 |
| inverters | 495 | 1862 | 7.129 |
| repair buffers | 215 | 1854 | 7.100 |
## path summary, 6_finish.rpt
path / start / to / slack (ps) / depth (start not counted)
worst max-delay path: DataB[5] / ALU_out[28] / 500 / 27
worst min-delay path: mul_sel / ALU_out[25] / 6950 / 5
## per-stage QoR
stage               area [sq um]  setup WS (ps)  instances  util [%]
detailed placement         26110          368.3       4123     33.49
global placement           26110          329.2       4123     33.49
finish                     26120          497.2       4123     33.49
floorplan                  23820           2009       3068         -
global route               26120          42.82       4123     33.49
CTS                        26110          353.5       4123     33.49
## routing by layer
| layer | share of wire (%) | global-route usage [%] | up-vias |
|---|---|---|---|
| li1 | - | - | 9996 |
| met1 | 39 | 40.05 | 11188 |
| met2 | 42 | 42.11 | 1424 |
| met3 | 13 | 12.15 | 304 |
| met4 | 6.4 | 14.46 | 14 |
| met5 | 0.080 | 0 | - |

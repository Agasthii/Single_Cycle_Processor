File: flow/config.mk
export PLATFORM = sky130hd
export DESIGN_NAME = Instruction_mem
export DESIGN_NICKNAME = Instruction_mem
export VERILOG_FILES = /design/flow/design.v
export SDC_FILE = /design/flow/constraint.sdc
export NUM_CORES = 4
export LEC_CHECK = 1
export CORE_AREA = 10 10 90 90
export DIE_AREA = 0 0 100 100
File: flow/constraint.sdc
current_design Instruction_mem

set clk_period 8.9
set clk_io_pct 0.2

create_clock -name clk0 -period $clk_period

set non_clock_inputs [all_inputs -no_clocks]
set_input_delay [expr $clk_period * $clk_io_pct] -clock clk0 $non_clock_inputs
set_output_delay [expr $clk_period * $clk_io_pct] -clock clk0 [all_outputs]
File: flow/run.sh
#!/bin/bash
# OpenROAD 26Q1-2900-gdf79404cd8, Yosys 0.63+post, stock flow scripts
make -C /OpenROAD-flow-scripts/flow DESIGN_CONFIG=/design/flow/config.mk WORK_HOME=/design/flow/orfs finish
File: flow/design.v
`timescale 1ns / 1ps
module Instruction_mem#(
    parameter Instruct_addr_width = 9,
    parameter Instruct_width = 32
     )(
    input logic [ Instruct_addr_width -1:0] Instruct_addr , 
    output logic [ Instruct_width -1:0] Instruct  
    );
logic [7 :0] Instruct_mem [(2**Instruct_addr_width)-1:0];
assign Instruct_mem[0]   = 8'b00000000; 
assign Instruct_mem[1]   = 8'b00100010; 
assign Instruct_mem[2]   = 8'b10000100; 
assign Instruct_mem[3]   = 8'b10000011; 
assign Instruct_mem[4]   = 8'b00000000; 
assign Instruct_mem[5]   = 8'b11100100; 
assign Instruct_mem[6]   = 8'b00000000; 
assign Instruct_mem[7]   = 8'b01100111; 
assign Instruct_mem[8]   = 8'b00000000; 
assign Instruct_mem[9]   = 8'b00100010; 
assign Instruct_mem[10]   = 8'b10000000; 
assign Instruct_mem[11]   = 8'b00000011; 
assign Instruct_mem[12]   = 8'b00000000; 
assign Instruct_mem[13]   = 8'b00100010; 
assign Instruct_mem[14]   = 8'b10000000; 
assign Instruct_mem[15]   = 8'b00000011; 
assign Instruct_mem[16]   = 8'b00000000; 
assign Instruct_mem[17]   = 8'b00100010; 
assign Instruct_mem[18]   = 8'b10000000; 
assign Instruct_mem[19]   = 8'b00000011; 
assign Instruct = {Instruct_mem[Instruct_addr],Instruct_mem[Instruct_addr+1],
                    Instruct_mem[Instruct_addr+2],Instruct_mem[Instruct_addr+3]};
endmodule
==> flow_summary.json <==
{
  "holdPathStages": 5,
  "most_common_cell": "nand2_1",
  "yosysTopAreaCell": "nand2_1",
  "crit_type": "in -> out",
  "path_common_cell": "clkdlybuf4s50_1",
  "finalWeightedCongestion": 0.873,
  "min_path_type": "in -> out",
  "worstSetupEndpointType": "primary output",
  "timing.fmax_mhz": 154,
  "critical_path.max_stage_delay_ns": 0.54,
  "warnings": 33,
  "status": "finished clean",
  "die_area_mm2": 0.0100,
  "avgSynthCellArea_um2": 6.25,
  "num_rows": 29,
  "setup_slack_ns": 2.42,
  "crit_path_cell_trace": "clkdlybuf4s50_1 -> buf_4 -> inv_1 -> ha_1 -> a21oi_2 -> mux2i_1 -> o22ai_1 -> a2111oi_2 -> clkdlybuf4s50_1",
  "maxCapViolCount": 0,
  "track_usage_pct": 7.09,
  "num-fill-cells": 691,
  "ys_top_cells_by_count": "23 x nand2_1, 15 x nor2_1, 14 x o21ai_0",
  "cts_hold_buf": 0,
  "report.final.slew_viol_count": 0,
  "leakagePower_nw": 0.534,
  "grt_pass1_wl_mm": 6.18,
  "ant_nets": 0,
  "post_cts_buffers": 0,
  "setup_viol_count_final": 0,
  "yosys_cells": 187,
  "arrival_ns": 4.70,
  "path_max_fanout": 30,
  "vias": 1410,
  "wl_per_cell_um": 13.8,
  "cts_resized": 0,
  "io_buffers": 33,
  "die_y_um": 100,
  "period_needed_ns": 6.48,
  "cp.required_ns": 7.12,
  "fin_tns_setup_ns": 0,
  "grt_max_degree": 37,
  "viasPerCell": 4.98,
  "final_hold_viol_count": 0,
  "total_power_uw": 54.5,
  "slew_headroom_pct": 62.7,
  "top_cells_by_area": "nand2_1 7.4%, o21ai_0 6.0%, buf_4 5.8%",
  "antenna_cells": 0,
  "synth.top_cell.area_share_pct": 7.39,
  "yosysSeqAreaShare_pct": 0,
  "critPathSlowestCell": "clkdlybuf4s50_1",
  "finalCritPeriodShare_pct": 72.8,
  "hold_path_end": "Instruct[13]",
  "antenna_found_initial": 0,
  "finalWirelength_mm": 3.90,
  "drive_gt1_share_pct": 9.22,
  "flop_area_um2": 0,
  "globalRouteOverflowTotal": 0,
  "flops": 0,
  "ys_warn_count": 3938,
  "fp-utilization_pct": 18.6,
  "grt_pass1_vias": 1248,
  "clkbuf_count": 0,
  "synthCells": 187,
  "tightest_slew_ns": 0.560,
  "dp_hpwl_mm": 2.89,
  "min_from": "Instruct_addr[1]",
  "syn_area_mm2": 0.00117,
  "worstSetupStartpointType": "input port",
  "drt_iter0_markers": 162,
  "core_mm2": 0.00628,
  "place_ws_ns": 2.43,
  "yosys_area_mm2": 0.00117,
  "drt_pass1_iterations": 4,
  "drc": 0,
  "area_growth_pct": 27.7,
  "die_x_um": 100,
  "synth.distinct_cells": 62,
  "io_pins": 41,
  "p_per_area_mw_per_mm2": 36.5,
  "rsz0062_at_grt": "false",
  "ir_worst_vdd_mv": 0.0192
}
-- how the worst max path moves through the flow --
stage,from,to,cells after the start
final,Instruct_addr[1],Instruct[1],9
after global routing,Instruct_addr[1],Instruct[1],9
after CTS,Instruct_addr[1],Instruct[1],9
-- power breakdown --
part | total (mW) | switching, mW | leakage [nW] | internal (mW)
Combinational | 0.0545 | 0.0326 | 0.534 | 0.0220
Clock | 0 | 0 | 0 | 0
Sequential | 0 | 0 | 0 | 0
Total | 0.0545 | 0.0326 | 0.534 | 0.0220
-- critical path: cells and delay by family --
kind	cells	cell delay (ns)
compound gates	3	0.92
mux	1	0.25
fa+ha+maj	1	0.27
buf+inv	4	1.48
-- cells by family after synthesis --
kind of cell / share of synthesized area (%)
compound gates: 34.2
xor+xnor: 3.64
fa+ha+maj: 3.00
buf+inv: 15.5
mux: 1.71
other cells: 0.321
simple gates: 41.6
-- area by class of cell --
| type | instances | area (um^2) | share of cell area, % |
|---|---|---|---|
| multi-input combinational | 164 | 1010 | 67.9 |
| tap | 77 | 96.3 | 6.45 |
| inverter | 4 | 15.0 | 1.01 |
| timing repair buffer | 38 | 368 | 24.6 |
-- metrics by stage --
| step | cell area (um^2) | hold WS, ns | std cells | utilization [%] |
|---|---|---|---|---|
| 2_1_floorplan | 1190 | 3.69 | 194 | - |
| 3_3_place_gp | 1490 | 4.76 | 283 | 23.8 |
| 3_5_place_dp | 1490 | 4.76 | 283 | 23.8 |
| 4_1_cts | 1490 | 4.76 | 283 | 23.8 |
| 5_1_grt | 1490 | 4.81 | 283 | 23.8 |
| 6_report | 1490 | 4.75 | 283 | 23.8 |
-- placed cells by master, fill, tap and decap left out, types with 3 or more instances in the layout --
cell             netlist  final
clkdlybuf4s50_1        0     33
buf_4                  9      5
conb_1                 1      8
nand2_1               23     23
a211oi_1               4      4
a21oi_1                9      9
nand4_1                3      3
o21ai_0               14     14
and3_1                 5      5
nor3_1                 6      6
nand3_1               13     13
inv_1                  4      4
nor4_1                 5      5
or2_2                  3      3
o22ai_1                3      3
nor2b_1                4      4
nor2_1                15     15
-- routing by layer --
layer  share of wire (%)  up-vias  GRT usage, %
met5                   0        -             0
met4                   0        0             0
met1                  49      654          10.1
li1                    -      717             -
met2                  48       39          12.2
met3                 3.1        0         0.416
Power is estimated from default activity; no workload was simulated.

<file path="config.mk">
export PLATFORM = sky130hd
export DESIGN_NAME = Control_logic
export DESIGN_NICKNAME = Control_logic
export VERILOG_FILES = /design/flow/design.v
export SDC_FILE = /design/flow/constraint.sdc
export NUM_CORES = 4
export LEC_CHECK = 1
export CORE_AREA = 10 10 70 70
export DIE_AREA = 0 0 80 80
</file>
<file path="constraint.sdc">
current_design Control_logic

set clk_period 1.8
set clk_io_pct 0.2

create_clock -name clk0 -period $clk_period

set non_clock_inputs [all_inputs -no_clocks]
set_input_delay [expr $clk_period * $clk_io_pct] -clock clk0 $non_clock_inputs
set_output_delay [expr $clk_period * $clk_io_pct] -clock clk0 [all_outputs]
</file>
<file path="design.v">
`timescale 1ns / 1ps
module Control_logic(
    input logic [31:0] Instruct,
    input logic BrEq,
    input logic BrLT,
    output logic [2:0] Opcode,
    output logic ALU_sel,
    output logic Mux_sel,
    output logic MemRW,mem_wr,
    output logic [1:0] WBsel,
    output logic [2:0] load_type,
    output logic [2:0] store_type,
    output logic BrUN,
    output logic MuxC_sel,MuxD_sel,mul_sel
    );
    assign Opcode = ((Instruct[6:0] == 7'b0000011) || (Instruct[6:0] == 7'b0100011) || (Instruct[6:0] == 7'b1100011) || (Instruct[6:0] == 7'b1100111))? 3'b000:Instruct[14:12];
    assign ALU_sel = (Instruct[6:0] == 7'b0110011)? Instruct[30]:0;
    assign Mux_sel = ((Instruct[6:0] == 7'b0110011) || (Instruct[6:0] == 7'b1111111))? 0:1;
    assign MemRW = (Instruct[6:0] == 7'b0000011)? 1:0;
    assign load_type = (Instruct[6:0] == 7'b0000011)? Instruct[14:12]: 3'b0;
    assign store_type = (Instruct[6:0] == 7'b0100011)? Instruct[14:12]: 3'b0;
    assign mem_wr = (Instruct[6:0] == 7'b0100011)? 1:0;
    assign BrUN = ((Instruct[6:0] == 7'b1100011) && ((Instruct[14:12] == 3'b110) || (Instruct[14:12] == 3'b110)))? 1:0;
    assign MuxC_sel = ((Instruct[6:0] == 7'b1100011) || (Instruct[6:0] == 7'b1101111))? 1:0;
    assign mul_sel = (Instruct[6:0] == 7'b1111111)?1:0;  
    always_comb
        case(Instruct[6:0])
            7'b0110011:  
                WBsel = 2'b00;
            7'b0010011:  
                WBsel = 2'b00;
            7'b0000011:  
                WBsel = 2'b01;
            7'b1100111:  
                WBsel = 2'b10;
            7'b1101111:  
                WBsel = 2'b10;
            7'b1111111:  
                WBsel = 2'b00;
            default :
                WBsel = 2'b00;
        endcase
    always_comb begin 
        if (Instruct[6:0] == 7'b1100011)  
            case(Instruct[14:12])
                3'b000:
                    MuxD_sel = BrEq? 1:0;
                3'b001:
                    MuxD_sel = BrEq? 0:1;
                3'b100:
                    MuxD_sel = BrLT? 1:0;
                3'b101:
                    MuxD_sel = BrLT? 0:1;
                3'b110:
                    MuxD_sel = BrLT? 1:0;
                3'b111:
                    MuxD_sel = BrLT? 0:1;
                default:
                    MuxD_sel = 0;
            endcase
        else if ((Instruct[6:0] == 7'b1100111)|| (Instruct[6:0] == 7'b1101111))  
            MuxD_sel = 1;
        else
            MuxD_sel = 0;
    end
endmodule
</file>
<file path="run.sh">
#!/bin/bash
# OpenROAD 26Q1-2900-gdf79404cd8, Yosys 0.63+post, stock flow scripts
make -C /OpenROAD-flow-scripts/flow DESIGN_CONFIG=/design/flow/config.mk WORK_HOME=/design/flow/orfs finish
</file>
==> out/results.txt <==
Setup Crit Path Kind: primary input to output pin
Setup violations, final: 7
Final hold vios: 0
Post-Synthesis Mean Instance Area: 7.16 sq um
Pwr per Cell Area: 141 nW/um^2
Post-synthesis xor/xnor area fraction: 0.102
Arr. time, crit path: 1.51 ns
Share of cells above drive strength 1: 0.584
Hold EP: BrUN
Filler cell count: 391
Number of global-route vias before repair: 505
Io pins: 53
Synthesis-to-finish area growth: 191%
Detailed Route WL: 1690 microns
Final Slew Violations: 0
Port Buf Inserts: 32
Slowest-stage cell, CP: or3_4
Die span in x: 80 microns
Main logic family: simple AND/OR/NAND/NOR gates
Yosys warnings: 1
Worst Path Required: 1.44 ns
Synth unique cells: 20
Initial antenna violation count: 0
Syn Inst Count: 36
Tool warning count: 55
Global route overflow: 0
Period Utilization, post-route: 1.04
Simple Share, Synth: 0.777
Adder share: 0
Peak VDD IR: 0.0491 mV
Worst setup SP type: primary input
MI comb area: 292 sq um
Row cnt: 21
DR pass1 iterations: 4
RSZ-0062 raised after global routing: yes
1st-iter DRT viols: 28
# Max-Cap Violations: 0
Hold Path Cell Cnt: 3
Cell area after placement: 718 sq um
Worst Hold Slack: 0.962 ns
Mux frac, synth: 0
Yosys Instances: 36
First-pass GRT wire length: 2580 microns
DR DRC count: 0
Sequential cell area: 0 sq um
WL/cell: 12.5 microns
Clock buffers: 0
Crit path largest cell delay: 0.41 ns
Post-Syn Area: 258 sq um
Die Y: 80 microns
# hold bufs at CTS: 0
Via density: 3.47
Worst min-delay path class: primary input to output pin
GR Util All Layers: 0.0496
Pre-Place Util: 0.0755
Max transition margin: 0.830
Crit path time final: 1.87 ns
Slew at the pin closest to its max-slew limit: 0.253 ns
Status: finished with violations
Core Area: 3420 sq um
Diode count: 0
Max Clk Rate: 536 MHz
Final Instance Area: 751 sq um
Largest net degree at the start of global routing: 7
Failing checks: negative setup slack
Fin worst setup slack: -0.0662 ns
Flop count: 0
GP Congestion: 0.805
Largest fanout on the critical path: 4
Yosys chip area: 258 sq um
Register area share after synthesis: 0
Crit. End Element: output pin
Leak: 0.369 nW
Aoi share: 0.107
Cell Chain, Critical Path: buf_8, or3_4, buf_6, nor4_4, and2_1, buf_2
Antenna viol nets, final: 0
Vias: 468
Hold Path Origin: Instruct[3]
Final HPWL DP: 1340 microns
Die area: 6400 sq um
-- synth_stat cells, drive strengths merged, types with 2 or more instances --
library cell | count | area share
nor4 | 3 | 0.13
nand3 | 2 | 0.039
and2 | 9 | 0.22
nand3b | 2 | 0.058
nor2 | 2 | 0.029
nand2 | 3 | 0.044
nor3 | 2 | 0.039
xor2 | 2 | 0.068
-- cell usage in the layout (no fill, tap or decap), drive strengths merged, types with 2 or more instances in the layout --
cell type,synthesis,final
and2,9,9
buf,0,38
clkbuf,0,4
clkdlybuf4s15,0,2
clkdlybuf4s50,0,2
dlygate4sd2,0,7
nand2,3,3
nand3,2,2
nand3b,2,2
nor2,2,2
nor3,2,2
nor4,3,3
xor2,2,2
-- per-stage QoR --
stage          std cells  setup TNS, ns  utilization  setup slack (ns)  power [mW]
2_1_floorplan         36              0            -             0.332      0.0227
3_3_place_gp         125         -12.37        0.210            -0.735      0.0962
3_5_place_dp         125         -12.48        0.210            -0.760      0.0964
4_1_cts              134         -0.783        0.218            -0.123       0.104
5_1_grt              135         -0.793        0.220            -0.156       0.116
6_report             135         -0.267        0.220           -0.0662       0.106
-- cells by family (layout without fill, tap and decap cells) --
logic type	Yosys count	after routing
AND-OR/OR-AND	3	3
XOR/XNOR	3	3
buffers and inverters	1	54
AND/OR/NAND/NOR	29	29
-- timing repair --
item	CTS	global route
buffers inserted	10	2
resized	92	9
endpoints found under the setup margin	19	13
cloned	0	0
pin swaps	22	5
-- power breakdown --
part           leakage (nW)  internal, mW  switching, mW
Sequential                0             0              0
Clock                     0             0              0
Combinational         0.369        0.0621         0.0436
Total                 0.369        0.0621         0.0436
-- per-layer routing --
layer,part of all wire,track usage,up-vias
li1,-,-,238
met1,0.46,0.0639,214
met2,0.46,0.0899,16
met3,0.071,0.00682,0
met4,0,0,0
met5,0,0,-
-- critical path: cells and delay by family --
kind	cells	cell delay, ns
and+or+nand+nor	3	0.82
buffers and inverters	3	0.32
-- worst max-delay path by stage --
stage      startpoint            end  slack [ns]  cells past startpoint
4_1_cts   Instruct[6]  store_type[2]       -0.12                      7
5_1_grt   Instruct[6]   load_type[0]       -0.16                      6
6_report  Instruct[6]   load_type[2]       -0.07                      6
-- layout make-up --
cell class	instances	area share
Inverter	1	0.00500
Multi-Input combinational cell	35	0.388
Tap cell	46	0.0767
Timing Repair Buffer	53	0.530
Power and IR drop assume default switching activity.
